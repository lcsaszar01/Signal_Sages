## design/flow/design.v

```verilog
module final_controller(
		input clk,
		input not_r,
		input c_and_l,
		input en_s,
		input l_or_notc,
		output reg s_NR,
		output reg en_NR,
		output reg s_NG,
		output reg en_NG,
		output reg s_NY,
		output reg en_NY,
		output reg s_ER,
		output reg en_ER,
		output reg s_EG,
		output reg en_EG,
		output reg s_EY,
		output reg en_EY,
		output reg [1:0]s_IC,
		output reg en_IC
	);
	parameter RR1 = 4'd0;
	parameter GR = 4'd1;
	parameter YR = 4'd2;
	parameter RR2 = 4'd3;
	parameter RG = 4'd4;
	parameter RY = 4'd5;
	reg [3:0] state, next_state;
	initial state = RR1;
	always @(posedge clk)
		state <= next_state;
	always_ff@(posedge clk) begin
		s_NR = 0;
		en_NR = 0;
		s_NG = 0;
		en_NG = 0;
		s_NY = 0;
		en_NY = 0;
		s_ER = 0;
		en_ER = 0;
		s_EG = 0;
		en_EG = 0;
		s_EY = 0;
		en_EY = 0;
		s_IC = 2'b00;
		en_IC = 0;
		case(state)
			RR1: begin
				s_IC = 2'b01;
				en_IC = 1;
				s_NR = 1;
				en_NR = 1;
				s_NG = 0;
				en_NG = 1;
				s_NY = 0;
				en_NY = 1;
				s_ER = 1;
				en_ER = 1;
				s_EG = 0;
				en_EG = 1;
				s_EY = 0;
				en_EY = 1;
				if (not_r)
					next_state = GR;
				else
					next_state = RR1;
			end
			GR: begin
				s_IC = 2'b10;
				en_IC = 1;
				s_NR = 0;
				en_NR = 1;
				s_NG = 1;
				en_NG = 1;
				s_NY = 0;
				en_NY = 1;
				s_ER = 1;
				en_ER = 1;
				s_EG = 0;
				en_EG = 1;
				s_EY = 0;
				en_EY = 1;
				if (c_and_l)
					next_state = YR;
				else
					next_state = GR;
			end
			YR: begin
				s_IC = 2'b00;
				en_IC = 1;
				s_NR = 0;
				en_NR = 1;
				s_NG = 0;
				en_NG = 1;
				s_NY = 1;
				en_NY = 1;
				s_ER = 1;
				en_ER = 1;
				s_EG = 0;
				en_EG = 1;
				s_EY = 0;
				en_EY = 1;
				if (en_s)
					next_state = RR2;
				else
					next_state = YR;
			end
			RR2: begin
				s_IC = 2'b01;
				en_IC = 1;
				s_NR = 1;
				en_NR = 1;
				s_NG = 0;
				en_NG = 1;
				s_NY = 0;
				en_NY = 1;
				s_ER = 1;
				en_ER = 1;
				s_EG = 0;
				en_EG = 1;
				s_EY = 0;
				en_EY = 1;
				if (not_r)
					next_state = RG;
				else
					next_state = RR2;
			end
			RG: begin
				s_IC = 2'b11;
				en_IC = 1;
				s_NR = 1;
				en_NR = 1;
				s_NG = 0;
				en_NG = 1;
				s_NY = 0;
				en_NY = 1;
				s_ER = 0;
				en_ER = 1;
				s_EG = 1;
				en_EG = 1;
				s_EY = 0;
				en_EY = 1;
				if (l_or_notc)
					next_state = RY;
				else
					next_state = RG;
			end
			RY: begin
				s_IC = 2'b00;
				en_IC = 1;
				s_NR = 1;
				en_NR = 1;
				s_NG = 0;
				en_NG = 1;
				s_NY = 0;
				en_NY = 1;
				s_ER = 0;
				en_ER = 1;
				s_EG = 0;
				en_EG = 1;
				s_EY = 1;
				en_EY = 1;
				if (en_s)
					next_state = RR1;
				else
					next_state = RY;
			end
		endcase
	end
endmodule
module final_datapath (
	input R,
	input C,
	input S,
	input L,
	input clk,
	input s_NR,
	input en_NR,
	input s_NG,
	input en_NG,
	input s_NY,
	input en_NY,
	input s_ER,
	input en_ER,
	input s_EG,
	input en_EG,
	input s_EY,
	input en_EY,
	input [1:0]s_IC,
	input en_IC,
	output reg out_NR,
	output reg out_NG,
	output reg out_NY,
	output reg out_ER,
	output reg out_EG,
	output reg out_EY,
	output reg out_IC,
	output not_r,
	output c_and_l,
	output en_s,
	output l_or_notc
	);
	always @(posedge clk)
		if (en_NR)
			if (s_NR == 0)
				out_NR <= 0;
			else if (s_NR == 1)
				out_NR <= 1;
	always @(posedge clk)
		if (en_NG)
			if (s_NG == 0)
				out_NG <= 0;
			else if (s_NG == 1)
				out_NG <= 1;
	always @(posedge clk)
		if (en_NY)
			if (s_NY == 0)
				out_NY <= 0;
			else if (s_NY == 1)
				out_NY <= 1;
	always @(posedge clk)
		if (en_ER)
			if (s_ER == 0)
				out_ER <= 0;
			else if (s_ER == 1)
				out_ER <= 1;
	always @(posedge clk)
		if (en_EG)
			if (s_EG == 0)
				out_EG <= 0;
			else if (s_EG == 1)
				out_EG <= 1;
	always @(posedge clk)
		if (en_EY)
			if (s_EY == 0)
				out_EY <= 0;
			else if (s_EY == 1)
				out_EY <= 1;
	always @(posedge clk)
		if (en_IC)   
			if (s_IC == 2'b00)
				out_IC <= 1;
			else if (s_IC == 2'b01)
				out_IC <= R;
			else if (s_IC == 2'b10)
				out_IC <= ~(L & C);
			else if (s_IC == 2'b11)
				out_IC <= ~(L + ~C);
	assign not_r = ~R;
	assign c_and_l = C & L;
	assign en_s = S;
	assign l_or_notc = L | ~C;
endmodule
module jk_ff(
	input j,
	input k,
	input clk,
	input clr,
	output reg q);
	always @(posedge clk) begin
		if (!clr) begin
			q <= 1'b0;
		end
		else begin
			case({j,k})
				2'b00 : q <= q;
				2'b01 : q <= 0;
				2'b10 : q <= 1;
				2'b11 : q <= ~q;
			endcase
		end
	end
endmodule
module counter(
	input clk,
	input in_EN,
	input clr,
	output rcos,
	output rcol);
	wire qQ1, qQ2, qQ3, qQ4, t1, t2;
	jk_ff jk1(in_EN, in_EN, clk, clr, qQ1);
	and a1(t1, in_EN, qQ1);
	jk_ff jk2(t1, t1, clk, clr, qQ2);
	and a2(t2, t1, qQ2);
	jk_ff jk3(t2, t2, clk, clr, qQ3);
	and a3(rcos, t2, qQ3);
	jk_ff jk4(rcos, rcos, clk, clr, qQ4);
	and a4(rcol, rcos, qQ4);
endmodule
module final_path (
	input clk,
	input R,
	input C,
	input in_EN,
	output out_NR,
	output out_NG,
	output out_NY,
	output out_ER,
	output out_EG,
	output out_EY
	);
	wire s_NR;
	wire en_NR;
	wire s_NG;
	wire en_NG;
	wire s_NY;
	wire en_NY;
	wire s_ER;
	wire en_ER;
	wire s_EG;
	wire en_EG;
	wire s_EY;
	wire en_EY;
	wire [1:0]s_IC;
	wire en_IC;	
	wire out_IC;
	wire rcos;
	wire rcol;
	wire not_r;
	wire c_and_l;
	wire en_s;
	wire l_or_notc;
	final_datapath datapath(
		.R (R),
		.C (C),
		.S (rcos),
		.L (rcol),
		.clk (clk),
		.s_NR (s_NR),
		.en_NR (en_NR),
		.s_NG (s_NG),
		.en_NG (en_NG),
		.s_NY (s_NY),
		.en_NY (en_NY),
		.s_ER (s_ER),
		.en_ER (en_ER),
		.s_EG (s_EG),
		.en_EG (en_EG),
		.s_EY (s_EY),
		.en_EY (en_EY),
		.s_IC (s_IC),
		.en_IC (en_IC),
		.out_NR (out_NR),
		.out_NG (out_NG),
		.out_NY (out_NY),
		.out_ER (out_ER),
		.out_EG (out_EG),
		.out_EY (out_EY),
		.out_IC (out_IC),	
		.not_r (not_r),
		.c_and_l (c_and_l),
		.en_s (en_s),
		.l_or_notc (l_or_notc)
	);
	final_controller controller(
		.clk (clk),
		.not_r (not_r),
		.c_and_l (c_and_l),
		.en_s (en_s),
		.l_or_notc (l_or_notc),
		.s_NR (s_NR),
		.en_NR (en_NR),
		.s_NG (s_NG),
		.en_NG (en_NG),
		.s_NY (s_NY),
		.en_NY (en_NY),
		.s_ER (s_ER),
		.en_ER (en_ER),
		.s_EG (s_EG),
		.en_EG (en_EG),
		.s_EY (s_EY),
		.en_EY (en_EY),
		.s_IC (s_IC),
		.en_IC (en_IC)
	);
	counter counter(
		.clk (clk),
		.in_EN (in_EN),
		.clr (out_IC),
		.rcos (rcos),
		.rcol (rcol)
	);
endmodule
```

## design/flow/run.sh

```bash
#!/bin/bash
# OpenROAD 26Q1-2900-gdf79404cd8, Yosys 0.63+post, stock flow scripts
make -C /OpenROAD-flow-scripts/flow DESIGN_CONFIG=/design/flow/config.mk WORK_HOME=/design/flow/orfs finish
```

## design/flow/config.mk

```make
export PLATFORM = sky130hd
export DESIGN_NAME = final_path
export DESIGN_NICKNAME = final_path
export VERILOG_FILES = /design/flow/design.v
export SDC_FILE = /design/flow/constraint.sdc
export NUM_CORES = 4
export LEC_CHECK = 1
export CORE_AREA = 10 10 104 104
export DIE_AREA = 0 0 114 114
```

## design/flow/constraint.sdc

```tcl
current_design final_path

set clk_period 1.9
set clk_io_pct 0.2

create_clock -name clk0 -period $clk_period [get_ports {clk}]

set non_clock_inputs [all_inputs -no_clocks]
set_input_delay [expr $clk_period * $clk_io_pct] -clock clk0 $non_clock_inputs
set_output_delay [expr $clk_period * $clk_io_pct] -clock clk0 [all_outputs]
```

==> impl_metrics.env <==
# flow metrics
export IMPL_status="finished, final reports clean"
export IMPL_rsz0062_at_grt="false"
export IMPL_dr_pass1_iters=4
export IMPL_lay_top_cells="16 x dfxtp_1, 10 x edfxtp_1, 9 x clkdlybuf4s50_1, 8 x nand2_1"
export IMPL_setup_viol=0
export IMPL_ff_latch_area_sq_um=621
export IMPL_final_area_sq_mm=0.00127
export IMPL_clock_root_buffer="clkbuf_8"
export IMPL_p_leak_nw=0.470
export IMPL_report_final_slew_viol_count=0
export IMPL_wl_per_cell_um=8.09
export IMPL_layout_top_cell="dfxtp_1"
export IMPL_startpoint="in_EN"
export IMPL_cts_made_buffers=3
export IMPL_antenna_found_initial=1
export IMPL_combGateArea_sq_um=314
export IMPL_fin_util_pct=14.6
export IMPL_die_h_um=114
export IMPL_fmax_ghz=0.553
export IMPL_rows=34
export IMPL_cts_hold_fix_buffers=0
export IMPL_ios=10
export IMPL_critPathRequiredTime_ns=1.93
export IMPL_num_vias=593
export IMPL_grt_max_degree=16
export IMPL_path_clk_slew_ns=0.09
export IMPL_path_max_fanout=2
export IMPL_place_gp_congestion=0.786
export IMPL_ant_nets=0
export IMPL_drt_iter0_drc=22
export IMPL_cts_resized=0
export IMPL_wl_met3_um=245
export IMPL_grt_pass1_wl_um=2500
export IMPL_ys_area_sq_um=995
export IMPL_netlist_instances=81
export IMPL_fp_util_pct=11.5
export IMPL_min_period_over_period_pct=95.1
export IMPL_top_cell_area_share_pct=32.2
export IMPL_insertion_delay_ns=0.26
export IMPL_clock_sinks=26
export IMPL_reg2reg_from="counter.jk1.q"
export IMPL_ys_seq_share_pct=62.4
export IMPL_num_fill_cells=990
export IMPL_warning_count=26
export IMPL_max_stage_delay_ns=0.47
export IMPL_port_buffers=9
export IMPL_wl_met1_um=760
export IMPL_slew_headroom_pct=69.7
export IMPL_route_met2_wl_um=621
export IMPL_area_delta_synth_final_pct=27.8
export IMPL_cpMaxStageDelayCell="clkdlybuf4s50_1"
export IMPL_cp_arrival_ns=1.83
export IMPL_critPathLaunchType="primary input"
export IMPL_post_dp_cell_area_sq_mm=0.00120
export IMPL_drv_cap=0
export IMPL_hpwl_um=1200
export IMPL_powerDensity_mw_per_mm2=1490
export IMPL_globalRouteOverflowTotal=0
export IMPL_drc_errors=0
export IMPL_die_x_um=114
export IMPL_top_layer="met4"
export IMPL_hp_start="controller.next_state[0]"
export IMPL_min_period_ns=1.81
export IMPL_postCtsSetupBuffers=0
export IMPL_syn_area_per_cell_sq_um=12.3
export IMPL_worst_setup_path_type="in2reg"
export IMPL_ir_drop_v=0.000346
export IMPL_yosysTopAreaCell="dfxtp_1"
export IMPL_yosysWarningCount=3
export IMPL_cts_tree="done"
export IMPL_hold_class="reg2reg"
export IMPL_vias_per_cell=2.94
export IMPL_crit_chain="clkdlybuf4s50_1, and4_1, nand2_1, ha_1, nor2b_1, a211oi_1, a211o_1"
export IMPL_grt_pass1_vias=529
export IMPL_htreeDepth=1
export IMPL_ys_cells=81
export IMPL_wl_um=1640
export IMPL_fin_skew_ns=0.00417
export IMPL_end_kind="flop"
export IMPL_ys_ff=26
export IMPL_track_usage_pct=2.35
export IMPL_die_area_sq_mm=0.0130
export IMPL_synthesis_area_sq_um=995
export IMPL_hold_viol_final=0
export IMPL_drive_above_1_share_pct=11.8
export IMPL_topCellsByArea="dfxtp_1 32%, edfxtp_1 30%, buf_6 4.5%"
export IMPL_worst_pin_slew_ns=0.455
export IMPL_yosysUniqueCellTypes=30
export IMPL_clockBufferDepth=2
export IMPL_core_area_sq_mm=0.00868
## where the power goes
part           internal, W  switching, W
combinational     0.000273      0.000163
sequential        0.000834      0.000183
clock             0.000281      0.000166
## metrics by stage
stage	setup TNS (ns)	instances	setup slack, ns	hold slack [ns]	total power (W)
6_report	0	202	0.0929	0.344	0.00190
5_1_grt	0	201	0.0229	0.355	0.00200
4_1_cts	0	201	0.0781	0.350	0.00191
3_5_place_dp	-0.453	197	-0.202	0.329	0.00146
3_3_place_gp	-0.451	197	-0.198	0.325	0.00146
2_1_floorplan	0	81	0.235	0.323	0.00132
## synth_stat cells, drive strengths merged
| library cell | count |
|---|---|
| buf | 4 |
| nor2b | 1 |
| ha | 2 |
| or2 | 1 |
| o2111ai | 1 |
| edfxtp | 10 |
| o41a | 1 |
| and4 | 1 |
| a311oi | 1 |
| nor3 | 2 |
| nor4 | 1 |
| nor2 | 5 |
| nand2b | 2 |
| xnor2 | 3 |
| o21ai | 2 |
| and3 | 1 |
| a211oi | 1 |
| a21oi | 3 |
| nand2 | 8 |
| a41o | 1 |
| o31a | 1 |
| a211o | 1 |
| inv | 4 |
| o22ai | 1 |
| nand3 | 1 |
| xor2 | 2 |
| dfxtp | 16 |
| and2 | 4 |
## worst max-delay path: cells and delay by family
kind,cells,cell delay [ns]
buffers and inverters,1,0.47
and+or+nand+nor,3,0.40
AOI/OAI and AO/OA,2,0.31
adders and majority gates,1,0.27
## cells by family (layout without fill, tap and decap cells)
| logic type | after synthesis | in the layout | share of synthesized area [%] |
|---|---|---|---|
| compound gates | 13 | 13 | 10.2 |
| xor+xnor | 5 | 5 | 4.40 |
| fa+ha+maj | 2 | 2 | 2.52 |
| buf+inv | 8 | 20 | 6.04 |
| flops | 26 | 26 | 62.4 |
| other cells | 0 | 1 | 0 |
| simple gates | 27 | 27 | 14.5 |
## flip-flops by register name (all words and copies together), names as in the netlist
name / flops
controller.en_NR: 1
controller.next_state: 3
controller.s_ER: 1
controller.s_EY: 1
controller.s_IC: 4
controller.s_NR: 1
controller.s_NY: 1
controller.state: 3
counter.jk1.q: 1
counter.jk2.q: 1
counter.jk3.q: 1
counter.jk4.q: 1
datapath.out_EG: 1
datapath.out_ER: 1
datapath.out_EY: 1
datapath.out_IC: 1
datapath.out_NG: 1
datapath.out_NR: 1
datapath.out_NY: 1
## cell type report
cell class              instances  area share [%]
inverters                       4            1.18
clock buffers                   3            3.25
clock inverters                 1            2.36
flip-flops and latches         26            48.8
repair buffers                 12            8.86
well taps                     108            10.6
multi-input cells              47            24.7
diodes                          1           0.197
## metal layers
layer  track usage [%]  up-vias
met5                 0        -
met4             0.334        0
met3              2.07        2
met2              3.04       16
met1              2.92      265
li1                  -      310
## final timing paths
check / slack, ns / depth (start not counted) / endpoint
worst min-delay path: 0.34 / 0 / controller.state[0]
worst max register to register: 0.27 / 6 / datapath.out_IC
worst max-delay path: 0.09 / 7 / datapath.out_IC
worst min register to register: 0.34 / 0 / controller.state[0]
Power figures rest on the tool's default switching activity, not on a simulated workload.
